==> /design/flow/design.v <==
`timescale 1ns/1ps
module conv_3x3(
    input clk,
    input rst_n,
    input valid_in,
    input signed [7:0] data_in0,
    input signed [7:0] data_in1,
    input signed [7:0] data_in2,
    input signed [7:0] data_in3,
    input signed [7:0] data_in4,
    input signed [7:0] data_in5,
    input signed [7:0] data_in6,
    input signed [7:0] data_in7,
    input signed [7:0] data_in8,
    input signed [7:0] weight0,
    input signed [7:0] weight1,
    input signed [7:0] weight2,
    input signed [7:0] weight3,
    input signed [7:0] weight4,
    input signed [7:0] weight5,
    input signed [7:0] weight6,
    input signed [7:0] weight7,
    input signed [7:0] weight8,
    output reg signed [15:0] data_out,
    output reg valid_out
);
    reg signed [15:0] mult_stage1[0:4];
    reg valid_stage1;
    reg signed [15:0] mult_stage2[0:3];
    reg signed [15:0] sum_stage2;
    reg valid_stage2;
    always @(posedge clk or negedge rst_n) begin
        if (!rst_n) begin
            mult_stage1[0] <= 0; mult_stage1[1] <= 0; mult_stage1[2] <= 0;
            mult_stage1[3] <= 0; mult_stage1[4] <= 0;
            valid_stage1 <= 0;
        end else begin
            if (valid_in) begin
                mult_stage1[0] <= data_in0 * weight0;
                mult_stage1[1] <= data_in1 * weight1;
                mult_stage1[2] <= data_in2 * weight2;
                mult_stage1[3] <= data_in3 * weight3;
                mult_stage1[4] <= data_in4 * weight4;
                valid_stage1 <= 1;
            end else begin
                valid_stage1 <= 0;
            end
        end
    end
    always @(posedge clk or negedge rst_n) begin
        if (!rst_n) begin
            mult_stage2[0] <= 0; mult_stage2[1] <= 0;
            mult_stage2[2] <= 0; mult_stage2[3] <= 0;
            sum_stage2 <= 0;
            valid_stage2 <= 0;
            data_out <= 0;
            valid_out <= 0;
        end else begin
            if (valid_stage1) begin
                mult_stage2[0] <= data_in5 * weight5;
                mult_stage2[1] <= data_in6 * weight6;
                mult_stage2[2] <= data_in7 * weight7;
                mult_stage2[3] <= data_in8 * weight8;
                sum_stage2 <= mult_stage1[0] + mult_stage1[1] + mult_stage1[2] + mult_stage1[3] + mult_stage1[4]
                              + mult_stage2[0] + mult_stage2[1] + mult_stage2[2] + mult_stage2[3];
                valid_stage2 <= 1;
            end else begin
                valid_stage2 <= 0;
            end
            if (valid_stage2) begin
                data_out <= sum_stage2;
                valid_out <= 1;
            end else begin
                valid_out <= 0;
            end
        end
    end
endmodule
==> /design/flow/run.sh <==
#!/bin/bash
# OpenROAD 26Q1-2900-gdf79404cd8, Yosys 0.63+post, stock flow scripts
make -C /OpenROAD-flow-scripts/flow DESIGN_CONFIG=/design/flow/config.mk WORK_HOME=/design/flow/orfs finish
==> /design/flow/config.mk <==
export PLATFORM = sky130hd
export DESIGN_NAME = conv_3x3
export DESIGN_NICKNAME = conv_3x3
export VERILOG_FILES = /design/flow/design.v
export SDC_FILE = /design/flow/constraint.sdc
export NUM_CORES = 4
export LEC_CHECK = 1
export CORE_UTILIZATION = 30
==> /design/flow/constraint.sdc <==
current_design conv_3x3

set clk_period 9.6
set clk_io_pct 0.2

create_clock -name clk0 -period $clk_period [get_ports {clk}]

set non_clock_inputs [all_inputs -no_clocks]
set_input_delay [expr $clk_period * $clk_io_pct] -clock clk0 $non_clock_inputs
set_output_delay [expr $clk_period * $clk_io_pct] -clock clk0 [all_outputs]
==> flow_summary.toml <==
# synthesis and place-and-route metrics
[sta]
period_needed_ps = 6260
final.setup.worst_slack_ps = 3340
tightest_slew_ps = 689
rsz0062_at_grt = "no"
finalSetupViolations = 0
skew_ps = 14.4
fin_setup_tns_ps = 0
hold_viol = 0
finalMaxSlewViolations = 0
worst_slew_margin_rel = 0.541
fin_crit_sh = 0.652
fmax_mhz = 160

[route]
antenna_cells = 0
dr.pass1.iters = 5
detail_route.vias_per_cell = 4.40
dr_total_vias = 21766
detail-route-antenna-nets = 0
wl_per_cell_um = 14.6
drtIter0Drc = 746
routed_wl_um = 71900
drc = 0

[run]
warning_count = 25
maxCapViolCount = 0

[clock_network]
clock_path_buffers = 2
holdBufCountCts = 0
insertion_delay_ps = 460
clock-root-buffer = "clkbuf_16"
cts_max_level = 4
cts_setup_buffers = 0
path_clk_slew_ps = 70
cts_tree = "done"
cts_sinks = 179
numCtsBuffers = 17
ctsResizeCount = 0

[global_route]
grt_overflow_total = 0
grt_pass1_wl_um = 122000
antenna_found_initial = 2
first_global_vias = 23308
track_usage = 0.148
grt_start_max_net_pins = 57

[logic_synthesis]
syn_inst = 3373
edf_count = 0
syn_area_um2 = 32400
ys_seq_share = 0.138
ys.flops = 179
ys_cells = 3373
yosys_area_um2 = 32400
synth-async-reset-ratio = 1.00
yosysWarnings = 3
flop_cell = "dfrtp_1"
synth.distinct_cells = 61
avgSynthCellArea_um2 = 9.62

[worst_setup_path]
cp.required_ps = 9930
worst_setup_path_end_kind = "register"
crit_type = "in2reg"
cp.arrival_ps = 6590
critPathLaunchType = "input pin"
critPathMaxFanout = 8

[run_status]
status = "complete, no violations"

[floorplan]
dieHeight_um = 331
core_um2 = 107000
chip_area_um2 = 109000
initial_core_util = 0.303
num_rows = 120
fp.dieW_um = 331
io_pins = 164

[finish]
mostFrequentLayoutCells = "inv_1, fa_1, and2_1"
layout.cells.most_common = "inv_1"
drive_gt1_frac = 0.0396
synthToLayoutAreaGrowth_pct = 12.2

[place]
dp_slack_ps = 2880
gp_congestion = 0.912
numPortBuffers = 163
dp_hpwl_um = 62200

[min_path]
hp-class = "reg2reg"
## path summary, 6_finish.rpt
kind,endpoint,slack (ps),depth (start not counted),from
max,mult_stage2[2][13]$_DFFE_PN0P_,3340,17,weight7[2]
min,mult_stage1[1][10]$_DFFE_PN0P_,480,1,mult_stage1[1][10]$_DFFE_PN0P_
max reg2reg,sum_stage2[14]$_DFFE_PN0P_,4770,16,mult_stage1[1][2]$_DFFE_PN0P_
min reg2reg,mult_stage1[1][10]$_DFFE_PN0P_,480,1,mult_stage1[1][10]$_DFFE_PN0P_
max in group asynchronous,mult_stage1[1][5]$_DFFE_PN0P_,6570,3,rst_n
min in group asynchronous,data_out[12]$_DFFE_PN0P_,1390,1,rst_n
## synthesized netlist by cell type, types with 9 or more instances
library cell | n | area [um^2]
inv_1 | 873 | 3280
fa_1 | 596 | 11900
and2_1 | 379 | 2370
ha_1 | 277 | 3470
dfrtp_1 | 179 | 4480
nand2_1 | 174 | 653
xnor2_1 | 121 | 1060
mux2_2 | 87 | 980
nor2b_1 | 87 | 544
nor2_1 | 73 | 274
a21oi_1 | 70 | 350
o21ai_0 | 60 | 300
clkbuf_1 | 30 | 113
o211ai_1 | 27 | 203
or3_1 | 26 | 163
nor3_1 | 25 | 125
o31ai_1 | 25 | 188
nand3_1 | 21 | 105
mux2i_1 | 20 | 200
o21a_1 | 20 | 150
nand2b_1 | 18 | 113
a21o_1 | 17 | 128
nand3b_1 | 17 | 128
o21ai_1 | 15 | 75.1
a31oi_1 | 12 | 75.1
a211oi_1 | 11 | 82.6
xor2_1 | 11 | 96.3
a21boi_1 | 10 | 75.1
o31a_1 | 10 | 87.6
a211o_1 | 9 | 78.8
nand4_1 | 9 | 56.3
o2111ai_1 | 9 | 78.8
## layout make-up
class	count	area (um^2)
multi-input combinational	2283	24500
clock buffer	22	474
clock inverter	9	153
sequential	179	4480
timing repair buffer	171	1690
fill	10909	70800
inverter	875	3280
tap	1403	1760
## per-layer routing
layer / GRT usage / part of all wire
met3: 0.0424 / 0.062
met5: 0.00609 / 0.0017
met1: 0.209 / 0.45
met2: 0.238 / 0.48
met4: 0.0161 / 0.013
## state kept, by name, indices dropped and copies added (netlist names)
name and count:
mult_stage2 64, data_out 16, sum_stage2 16, valid_stage1 1
valid_out 1, mult_stage1 80, valid_stage2 1
## through the flow
step                area [um^2]  hold WS (ps)  utilization  instances
floorplan                 32400           352            -       3373
global placement          35800           462        0.334       4911
detailed placement        35800           470        0.334       4911
CTS                       36400           485        0.339       4942
global route              36400           509        0.339       4942
finish                    36400           483        0.339       4942
## cell families after synthesis
group | share of synthesized area
adders and majority gates | 0.475
AOI/OAI and AO/OA | 0.0634
muxes | 0.0372
xor gates and xnor gates | 0.0356
buffers and inverters | 0.105
DFF | 0.138
and+or+nand+nor | 0.146
## worst max-delay path, stage by stage
cell and delay (ps):
clkdlybuf4s50_1 570, and2_1 240, fa_1 540, inv_1 60
fa_1 530, inv_1 50, fa_1 470, inv_1 50
fa_1 470, inv_1 40, ha_1 320, and3_1 200
a221oi_2 360, a21oi_2 120, a31o_1 270, xor2_1 150
mux2_4 250
