==> design.v <==
module pooling (
    input  wire         clk,
    input  wire         rst_n,
    input  wire         valid_in,
    input  wire signed [15:0] data_in0,
    input  wire signed [15:0] data_in1,
    input  wire signed [15:0] data_in2,
    input  wire signed [15:0] data_in3,
    input  wire signed [15:0] data_in4,
    input  wire signed [15:0] data_in5,
    input  wire signed [15:0] data_in6,
    input  wire signed [15:0] data_in7,
    input  wire signed [15:0] data_in8,
    output reg  signed [15:0] max_out,
    output reg          valid_out
);
  reg signed [15:0] max_val;
  always @* begin
    max_val = data_in0;
    if (data_in1 > max_val) max_val = data_in1;
    if (data_in2 > max_val) max_val = data_in2;
    if (data_in3 > max_val) max_val = data_in3;
    if (data_in4 > max_val) max_val = data_in4;
    if (data_in5 > max_val) max_val = data_in5;
    if (data_in6 > max_val) max_val = data_in6;
    if (data_in7 > max_val) max_val = data_in7;
    if (data_in8 > max_val) max_val = data_in8;
  end
  always @(posedge clk or negedge rst_n) begin
    if (!rst_n) begin
      max_out <= 0; valid_out <= 0;
    end else begin
      if (valid_in) begin
        max_out  <= max_val;
        valid_out <= 1;
      end else begin
        valid_out <= 0;
      end
    end
  end
endmodule
==> run.sh <==
#!/bin/bash
# OpenROAD 26Q1-2900-gdf79404cd8, Yosys 0.63+post, stock flow scripts
make -C /OpenROAD-flow-scripts/flow DESIGN_CONFIG=/design/flow/config.mk WORK_HOME=/design/flow/orfs finish
==> config.mk <==
export PLATFORM = sky130hd
export DESIGN_NAME = pooling
export DESIGN_NICKNAME = pooling
export VERILOG_FILES = /design/flow/design.v
export SDC_FILE = /design/flow/constraint.sdc
export NUM_CORES = 4
export LEC_CHECK = 1
export CORE_UTILIZATION = 40
==> constraint.sdc <==
current_design pooling

set clk_period 1.4
set clk_io_pct 0.2

create_clock -name clk0 -period $clk_period [get_ports {clk}]

set non_clock_inputs [all_inputs -no_clocks]
set_input_delay [expr $clk_period * $clk_io_pct] -clock clk0 $non_clock_inputs
set_output_delay [expr $clk_period * $clk_io_pct] -clock clk0 [all_outputs]
==> flow_metrics.env <==
# source this file to load flow results
export IMPL_status="finished, violations left"
export IMPL_failing_checks="negative setup slack"
export IMPL_post_synth_num_cell_types=85
export IMPL_synth_adder_area_share_pct=24.8
export IMPL_cts_hold_buf=0
export IMPL_cp_slowest_stage_delay_ns=0.51
export IMPL_path_max_fanout=8
export IMPL_yosysChipArea_mm2=0.00594
export IMPL_grt_max_degree=34
export IMPL_clock_sink_count=17
export IMPL_worst_setup_hold_path_clk_slew_ns=0.05
export IMPL_yosys_area_share_xor_xnor_pct=1.03
export IMPL_seq_area_frac_synth_pct=7.16
export IMPL_worst_setup_path_end_kind="register"
export IMPL_power_per_cell_area_mw_per_mm2=2390
export IMPL_synth_top_flop_cell="sky130_fd_sc_hd__dfrtp_1"
export IMPL_layout_cell_area_non_filler_mm2=0.0114
export IMPL_clockBufferDepth=2
export IMPL_critical_path_reg2reg_endpoint="max_out[13]$_DFFE_PN0P_"
export IMPL_area_growth_pct=92.1
export IMPL_post_synth_inst_count=801
export IMPL_p_leak_nw=5.45
export IMPL_mux_area_share_pct=10.8
export IMPL_detailedRoute_firstPassIterationCount=5
export IMPL_cts_inserted_buffers=3
export IMPL_final_setup_viol_count=16
export IMPL_crit_top_cell="sky130_fd_sc_hd__buf_4"
export IMPL_timing_setup_tns_ns=-264.98
export IMPL_vias=7868
export IMPL_synth_yosys_num_cells=801
export IMPL_floorplanUtilization_pct=40.9
export IMPL_floorplan_die_height_um=124
export IMPL_timing_critical_path_arrival_ns=18.17
export IMPL_number_of_antenna_violations_at_the_first_check_in_global_routing=1
export IMPL_drt_iter0_drc=406
export IMPL_ant_nets=0
export IMPL_crit_reg2reg_launch="max_out[13]$_DFFE_PN0P_"
export IMPL_routed_wl_um=24200
export IMPL_timing_reg2reg_setup_slack_ns=0.50
export IMPL_cts_tree="yes"
export IMPL_fp_dieW_um=124
export IMPL_cts_max_level=1
export IMPL_crit_slowest_cell="sky130_fd_sc_hd__clkdlybuf4s50_1"
export IMPL_worstHoldPathType="input port to asynchronous set/reset pin"
export IMPL_drive_above_1_share_pct=39.7
export IMPL_simple_gate_share_pct=21.9
export IMPL_final_min_clock_period_ns=18.05
export IMPL_die_area_mm2=0.0153
export IMPL_finalClockPeriodUsage_pct=1290
export IMPL_max_freq_mhz=55.4
export IMPL_cp_startpoint="data_in0[4]"
export IMPL_hold_worst_slack_ns=0.366
export IMPL_sequential_cell_area_um2=425
export IMPL_final_max_slew_viol_count=0
export IMPL_crit_end="max_out[13]$_DFFE_PN0P_"
export IMPL_tool_warnings=28
export IMPL_yosys_warnings=1
export IMPL_post_synth_instance_area_mm2=0.00594
export IMPL_yosys_dominant_comb_family="AND-OR/OR-AND gates"
export IMPL_logic_area_mm2=0.00601
export IMPL_setup_ws_ns=-16.65
export IMPL_io_pins=164
export IMPL_globalRoute_totalOverflow=0
export IMPL_worstSkewPairLatency_ns=0.24
export IMPL_drt_vias_per_instance=5.37
export IMPL_n_fill_cell=896
export IMPL_grt_pass1_vias=7578
export IMPL_postSynthAreaPerCell_um2=7.42
export IMPL_place_port_buffers=163
export IMPL_synth_seq_cells=17
export IMPL_place_congestion=0.977
export IMPL_cts_root_buffer="sky130_fd_sc_hd__clkbuf_16"
export IMPL_finClkSkew_ns=0
export IMPL_unrepaired_setup_endpoints_after_global_routing="yes"
export IMPL_post_dp_cell_area_mm2=0.0101
export IMPL_crit_type="input port to register"
export IMPL_worstMarginPinSlew_ns=0.559
export IMPL_synth_edff_count=0
export IMPL_asyncSetResetFlopFracSynth_pct=100
export IMPL_fin_util_pct=78.5
export IMPL_post_dp_hpwl_um=19100
export IMPL_rows=44
export IMPL_synth_compound_gate_area_share_pct=26.3
export IMPL_gr_usage_all_layers_pct=30.6
export IMPL_core_mm2=0.0145
export IMPL_peakVddDrop_mv=2.25
export IMPL_post_drt_wl_per_cell_um=16.5
export IMPL_finalHoldViolations=0
export IMPL_global_route_wire_length_before_repair_um=36300
export IMPL_timing_slew_headroom_pct=62.7
export IMPL_cp_data_required_time_ns=1.52
export IMPL_maxCapViolations=0
export IMPL_startpoint_type="input port"
export IMPL_timing_reg2reg_worst_path_depth=3
export IMPL_drc=0
[Yosys cell counts (5+ instances only)]
| cell type | number | area [um2] |
|---|---|---|
| sky130_fd_sc_hd__and4_1 | 7 | 61.3 |
| sky130_fd_sc_hd__a21o_1 | 14 | 105 |
| sky130_fd_sc_hd__mux2_2 | 11 | 124 |
| sky130_fd_sc_hd__dfrtp_1 | 17 | 425 |
| sky130_fd_sc_hd__nand3_1 | 11 | 55.1 |
| sky130_fd_sc_hd__xnor2_1 | 6 | 52.6 |
| sky130_fd_sc_hd__and2_1 | 8 | 50.1 |
| sky130_fd_sc_hd__a31oi_1 | 19 | 119 |
| sky130_fd_sc_hd__nand4_1 | 20 | 125 |
| sky130_fd_sc_hd__clkbuf_1 | 13 | 48.8 |
| sky130_fd_sc_hd__o21ai_0 | 55 | 275 |
| sky130_fd_sc_hd__nor2b_1 | 29 | 181 |
| sky130_fd_sc_hd__and3_1 | 5 | 31.3 |
| sky130_fd_sc_hd__a211oi_1 | 5 | 37.5 |
| sky130_fd_sc_hd__o211ai_1 | 8 | 60.1 |
| sky130_fd_sc_hd__nand2_1 | 58 | 218 |
| sky130_fd_sc_hd__nor3_1 | 12 | 60.1 |
| sky130_fd_sc_hd__a21oi_1 | 65 | 325 |
| sky130_fd_sc_hd__nor4_1 | 6 | 37.5 |
| sky130_fd_sc_hd__inv_1 | 92 | 345 |
| sky130_fd_sc_hd__o21ai_1 | 11 | 55.1 |
| sky130_fd_sc_hd__mux2i_1 | 36 | 360 |
| sky130_fd_sc_hd__nor2_1 | 48 | 180 |
| sky130_fd_sc_hd__buf_2 | 8 | 40.0 |
| sky130_fd_sc_hd__o21a_1 | 6 | 45.0 |
| sky130_fd_sc_hd__nand2b_1 | 19 | 119 |
| sky130_fd_sc_hd__ha_1 | 116 | 1450 |
| sky130_fd_sc_hd__mux2_1 | 8 | 90.1 |
[per-stage QoR]
step	std cells	power (mW)	worst slack, ns
floorplan	801	12.8	-15.43
global placement	1391	20.8	-16.67
detailed placement	1391	21.0	-16.89
CTS	1439	23.5	-16.15
global route	1463	29.6	-17.62
finish	1464	27.3	-16.65
[layer usage]
metal,track usage [%],wire (um),part of all wire [%]
met1,43.5,11600,48
met2,49.7,10800,45
met3,5.47,1480,6.1
met5,0,0,0
met4,4.22,286,1.2
[power by group]
| group | leakage, nW | total (mW) | internal (mW) | switching (mW) |
|---|---|---|---|---|
| clock | 0.0382 | 0.569 | 0.386 | 0.182 |
| combinational | 5.20 | 25.9 | 14.1 | 11.8 |
| sequential | 0.208 | 0.856 | 0.742 | 0.114 |
| total | 5.45 | 27.3 | 15.2 | 12.1 |
[cells in the final DEF (no fill, tap or decap), drive strengths merged, types with 7 or more instances in the layout]
| cell type | n |
|---|---|
| nand2b | 20 |
| inv | 92 |
| a31oi | 20 |
| o211ai | 10 |
| buf | 335 |
| nand4 | 21 |
| dfrtp | 17 |
| ha | 116 |
| a21oi | 65 |
| o21ai | 67 |
| and4 | 7 |
| nor3 | 13 |
| nand3 | 13 |
| nor2 | 48 |
| nor4 | 8 |
| and2 | 8 |
| a21o | 14 |
| mux2i | 37 |
| dlymetal6s2s | 7 |
| mux2 | 22 |
| nor2b | 29 |
| nand2 | 58 |
| clkdlybuf4s50 | 155 |
[worst min path at each step]
stage | from | end | slack [ns] | cells after the start
after CTS | rst_n | valid_out$_DFF_PN0_ | 0.37 | 2
after global routing | rst_n | max_out[0]$_DFFE_PN0P_ | 0.40 | 2
final | rst_n | valid_out$_DFF_PN0_ | 0.37 | 2
[kinds of logic (layout without fill, tap and decap cells)]
logic type | count (synthesis) | count (layout)
and+or+nand+nor | 244 | 246
AOI/OAI and AO/OA | 237 | 237
buffers and inverters | 119 | 595
adders and majority gates | 118 | 118
muxes | 59 | 59
DFF | 17 | 17
xor gates and xnor gates | 7 | 7
other | 0 | 1
[final cells by class]
| type | instances | area share (%) |
|---|---|---|
| tap | 184 | 2.02 |
| inverter | 92 | 3.27 |
| antenna | 1 | 0.0219 |
| sequential | 17 | 3.73 |
| clock buffer | 4 | 0.691 |
| timing repair buffer | 499 | 37.6 |
| multi-input combinational | 667 | 52.7 |
[worst max-delay path: cells and delay by family]
kind / cells / cell delay (ns)
compound gates: 35 / 6.24
fa+ha+maj: 7 / 1.74
simple gates: 31 / 4.30
mux: 4 / 1.03
buf+inv: 32 / 4.51
[flip-flops by register name (all words and copies together) (netlist names)]
register,count
valid_out,1
max_out,16
[timing repair]
item / 4_1_cts / 5_1_grt
resized: 60 / 113
cloned: 2 / 2
pin swaps: 35 / 57
setup buffers: 42 / 28
endpoints found under the setup margin: 16 / 16
Power and IR drop assume default switching activity.
